## /design/flow/run.sh

```bash
#!/bin/bash
# OpenROAD 26Q1-2900-gdf79404cd8, Yosys 0.63+post, stock flow scripts
make -C /OpenROAD-flow-scripts/flow DESIGN_CONFIG=/design/flow/config.mk WORK_HOME=/design/flow/orfs finish
```

## /design/flow/config.mk

```make
export PLATFORM = sky130hd
export DESIGN_NAME = ALU
export DESIGN_NICKNAME = ALU
export VERILOG_FILES = /design/flow/design.v
export SDC_FILE = /design/flow/constraint.sdc
export NUM_CORES = 4
export LEC_CHECK = 1
export CORE_UTILIZATION = 50
```

## /design/flow/constraint.sdc

```tcl
current_design ALU

set clk_period 27.5
set clk_io_pct 0.2

create_clock -name clk0 -period $clk_period

set non_clock_inputs [all_inputs -no_clocks]
set_input_delay [expr $clk_period * $clk_io_pct] -clock clk0 $non_clock_inputs
set_output_delay [expr $clk_period * $clk_io_pct] -clock clk0 [all_outputs]
```

## /design/flow/design.v

```verilog
`timescale 1ns / 1ps
module ALU(
	input [31:0] a, b,
	input [2:0]op,
	output reg [31:0]q
    );
	always @(a,b,op)
	begin
		case(op)
			3'b000: q = a + b;
			3'b001: q = a - b;
			3'b010: q = a * b;
			3'b011: q = a & b;
			3'b100: q = a | b;
			3'b101: q = ~(a & b);
			3'b110: q = ~(a | b);
			3'b111: q = ~a;
		endcase
	end
endmodule
```

==> job_summary.md <==
### Metrics collected by this job

| Metric | Value |
|---|---|
| Peak Freq | `52.68 MHz` |
| Residual DRC | `0` |
| Post-CTS Resized | `0` |
| DP Wirelength | `44.16 mm` |
| Top non-seq family | `adder cells` |
| Hold_buf cts | `0` |
| Critical Path Sink Type | `output port` |
| FP Util | `50.69%` |
| Clk_buf instances | `0` |
| Yosys warnings | `1` |
| Synth cell count leaders | `fa_1 (409), inv_1 (398), and2_1 (305), nand2_1 (281), ha_1 (157)` |
| Unrepaired setup endpoints after global routing | `no` |
| Largest net degree at the start of global routing | `56` |
| Total iterations of the first detailed-routing run | `5` |
| Total core area | `38740 µm²` |
| Mapped Area | `19640 µm²` |
| Vias in the first global route | `16990` |
| Slew Limit Headroom | `44.08%` |
| Global-route wire length before repair | `97.61 mm` |
| Setup crit start kind | `primary input` |
| Area share of fa/ha/maj cells after synthesis | `51.70%` |
| Slowest-stage cell, CP | `clkdlybuf4s50_1` |
| Data arrival, critical path | `13.48 ns` |
| Xor and xnor area share after synthesis | `6.047%` |
| Top-area cell share | `41.69%` |
| Maxcap violations | `0` |
| Top area cell types | `fa_1 (42%), ha_1 (10%), and2_1 (9.7%)` |
| GRT Overall Usage | `34.26%` |
| Post-layout util | `54.58%` |
| Crit-path most repeated cell | `fa_1` |
| Area Overhead vs Synth | `7.658%` |
| Data required time of the critical path | `22.00 ns` |
| Status | `finished clean` |
| Synth unique cells | `68` |
| Post-Synth AOI/OAI Area | `10.43%` |
| Die width | `200.2 µm` |
| Final antenna-violating net count | `0` |
| Via/cell ratio | `5.530` |
| Slew @ Worst Pin | `0.8361 ns` |
| CP Class | `primary input to output port` |
| Setup ws final | `8.518 ns` |
| Remaining Overflow, GRT | `0` |
| Final non-filler cell area | `21140 µm²` |
| Syn Area/Cell | `8.321 µm²` |
| Setup violators final | `0` |
| CP max stage delay | `0.84 ns` |
| Port bufs | `99` |
| Hold crit path type | `primary input to output port` |
| Post-Synth Simple-Gate Area | `19.55%` |
| FFs & Latches | `0` |
| Die Span Y | `200.2 µm` |
| Final period util | `69.03%` |
| WL/cell | `21.16 µm` |
| Vias | `15940` |
| Mux share | `1.739%` |
| Yosys Instances | `2360` |
| Diode count | `0` |
| Final Max Slew Viols | `0` |
| GP Congestion | `0.9770` |
| FP Rows | `72` |
| Min cycle time layout | `18.98 ns` |
| Post-route setup TNS | `0 ns` |
| Initial DRC Count | `891` |
| Critical Path End | `q[31]` |
| Placed instance area | `21140 µm²` |
| Cell type with the largest total area | `fa_1` |
| Most frequent cell after synthesis | `fa_1` |
| Post-CTS Setup Inserts | `0` |
| Routed wire length | `60.99 mm` |
| Post-Syn Instances | `2360` |
| Register area share after synthesis | `0%` |
| I/O pins | `99` |
| Initial antenna violation count | `1` |
| Fillcell total | `3560` |
| Yosys chip area | `19640 µm²` |
| OpenROAD warnings | `34` |
| CP Max Fanout | `18` |
| Share of cells above drive strength 1 | `3.510%` |
| Full die area | `40070 µm²` |
| CP startpoint | `a[17]` |
| Flop area | `0 µm²` |
| DP Worst Slack | `8.542 ns` |
| Final hold vios | `0` |
| CP cell instances | `clkdlybuf4s50_1 > and2_1 > fa_1 > inv_1 > fa_1 > fa_1 > fa_1 > inv_1 > fa_1 > fa_1 > fa_1 > fa_1 > ha_1 > a21oi_1 > o21ai_1 > a31oi_1 > a31oi_1 > a311oi_1 > o21ai_0 > xnor2_1 > a21oi_1 > o211ai_2 > clkdlybuf4s50_1` |
## final cells by class
| cell class | instances | area, µm² | share of cell area (%) |
|---|---|---|---|
| well taps | 518 | 648.1 | 3.066 |
| inverters | 398 | 1494 | 7.066 |
| multi-input cells | 1809 | 17570 | 83.11 |
| repair buffers | 158 | 1429 | 6.759 |
## kinds of logic after synthesis
logic type	count (synthesis)
and+or+nand+nor	745
adders and majority gates	566
buffers and inverters	551
AOI/OAI and AO/OA	332
xor gates and xnor gates	134
muxes	32
## how the worst min path moves through the flow
stage	from	endpoint	slack, ns	cells after the start
after CTS	op[1]	q[0]	12.17	4
after global routing	op[1]	q[0]	12.22	4
final	op[1]	q[0]	12.19	4
## worst max-delay path: cells and delay by family
family | cells | cell delay [ns]
AND-OR/OR-AND | 8 | 1.64
XOR/XNOR | 1 | 0.22
adder cells (fa/ha/maj) | 9 | 4.27
buffers and inverters | 4 | 1.44
AND/OR/NAND/NOR | 1 | 0.41
## metal layers
metal	global-route usage (%)	vias up	share of wire, %
li1	-	7303	-
met1	50.76	7675	41
met2	48.31	855	43
met3	15.52	107	13
met4	7.637	2	3.1
met5	1.190	-	0.079
## per-stage QoR
stage	std cells	hold slack, ns
final	2883	12.19
after global routing	2883	12.22
after CTS	2883	12.17
after detailed placement	2883	12.15
after global placement	2883	12.17
after floorplan	2360	11.11
## cells in the final DEF, fill, tap and decap left out, types with 76 or more instances in the layout
master / netlist / routed
inv_1: 398 / 398
a21oi_1: 121 / 121
ha_1: 157 / 157
o21ai_0: 76 / 76
nand2_1: 281 / 281
xnor2_1: 87 / 87
and2_1: 305 / 305
clkdlybuf4s50_1: 0 / 98
fa_1: 409 / 409
